--- ./config.mk ---
export PLATFORM = sky130hd
export DESIGN_NAME = balloon_i_sprite_control
export DESIGN_NICKNAME = balloon_i_sprite_control
export VERILOG_FILES = /design/flow/design.v
export SDC_FILE = /design/flow/constraint.sdc
export NUM_CORES = 4
export LEC_CHECK = 1
export CORE_UTILIZATION = 30
--- ./constraint.sdc ---
current_design balloon_i_sprite_control

set clk_period 6.3
set clk_io_pct 0.2

create_clock -name clk0 -period $clk_period [get_ports {clk}]

set non_clock_inputs [all_inputs -no_clocks]
set_input_delay [expr $clk_period * $clk_io_pct] -clock clk0 $non_clock_inputs
set_output_delay [expr $clk_period * $clk_io_pct] -clock clk0 [all_outputs]
--- ./design.v ---
module balloon_i_sprite_control(
	input clk,
	input draw,
    input clear,
    input shift_h,
    input shift_v,
    input load,
    input [6:0] shift_amount,
    input [7:0] load_x,
    input [6:0] load_y,
    output reg complete,
    output reg [7:0] x_out,
    output reg [6:0] y_out,
    output reg [11:0] colour_out,
	 output reg [7:0] posx,
	 output reg [6:0] posy
    );
    reg [7:0] x_pos;
    reg [6:0] y_pos;
    reg [11:0] sprite [0:255]; 
    reg [7:0] pointer;
    initial begin
        x_pos = 8'd80;
        y_pos = 7'd60;
        pointer = 1'b0;
        sprite[0] = 12'b000000000000;
        sprite[1] = 12'b000000000000;
        sprite[2] = 12'b000000000000;
        sprite[3] = 12'b000000000000;
        sprite[4] = 12'b011100100111;
        sprite[5] = 12'b011100100111;
        sprite[6] = 12'b011100100111;
        sprite[7] = 12'b011100100111;
        sprite[8] = 12'b011100100111;
        sprite[9] = 12'b011100100111;
        sprite[10] = 12'b011100100111;
        sprite[11] = 12'b011100100111;
        sprite[12] = 12'b000000000000;
        sprite[13] = 12'b000000000000;
        sprite[14] = 12'b000000000000;
        sprite[15] = 12'b000000000000;
        sprite[16] = 12'b000000000000;
        sprite[17] = 12'b000000000000;
        sprite[18] = 12'b011100100111;
        sprite[19] = 12'b011100100111;
        sprite[20] = 12'b111100011111;
        sprite[21] = 12'b111100011111;
        sprite[22] = 12'b111100011111;
        sprite[23] = 12'b111100011111;
        sprite[24] = 12'b111100011111;
        sprite[25] = 12'b111100011111;
        sprite[26] = 12'b111100011111;
        sprite[27] = 12'b111100011111;
        sprite[28] = 12'b011100100111;
        sprite[29] = 12'b011100100111;
        sprite[30] = 12'b000000000000;
        sprite[31] = 12'b000000000000;
        sprite[32] = 12'b000000000000;
        sprite[33] = 12'b011100100111;
        sprite[34] = 12'b111100011111;
        sprite[35] = 12'b111100011111;
        sprite[36] = 12'b111100011111;
        sprite[37] = 12'b111100011111;
        sprite[38] = 12'b111100011111;
        sprite[39] = 12'b111100011111;
        sprite[40] = 12'b111100011111;
        sprite[41] = 12'b111100011111;
        sprite[42] = 12'b111100011111;
        sprite[43] = 12'b111100011111;
        sprite[44] = 12'b111100011111;
        sprite[45] = 12'b111100011111;
        sprite[46] = 12'b011100100111;
        sprite[47] = 12'b000000000000;
        sprite[48] = 12'b000000000000;
        sprite[49] = 12'b011100100111;
        sprite[50] = 12'b111100011111;
        sprite[51] = 12'b111100011111;
        sprite[52] = 12'b000000000000;
        sprite[53] = 12'b000000000000;
        sprite[54] = 12'b000000000000;
        sprite[55] = 12'b111100011111;
        sprite[56] = 12'b111100011111;
        sprite[57] = 12'b000000000000;
        sprite[58] = 12'b000000000000;
        sprite[59] = 12'b000000000000;
        sprite[60] = 12'b111100011111;
        sprite[61] = 12'b111100011111;
        sprite[62] = 12'b011100100111;
        sprite[63] = 12'b000000000000;
        sprite[64] = 12'b011100100111;
        sprite[65] = 12'b111100011111;
        sprite[66] = 12'b111100011111;
        sprite[67] = 12'b111100011111;
        sprite[68] = 12'b000000000000;
        sprite[69] = 12'b000000000000;
        sprite[70] = 12'b000000000000;
        sprite[71] = 12'b111100011111;
        sprite[72] = 12'b111100011111;
        sprite[73] = 12'b000000000000;
        sprite[74] = 12'b000000000000;
        sprite[75] = 12'b000000000000;
        sprite[76] = 12'b111100011111;
        sprite[77] = 12'b111100011111;
        sprite[78] = 12'b111100011111;
        sprite[79] = 12'b011100100111;
        sprite[80] = 12'b011100100111;
        sprite[81] = 12'b111100011111;
        sprite[82] = 12'b111100011111;
        sprite[83] = 12'b111100011111;
        sprite[84] = 12'b000000000000;
        sprite[85] = 12'b111111111111;
        sprite[86] = 12'b000000000000;
        sprite[87] = 12'b111100011111;
        sprite[88] = 12'b111100011111;
        sprite[89] = 12'b000000000000;
        sprite[90] = 12'b111111111111;
        sprite[91] = 12'b000000000000;
        sprite[92] = 12'b111100011111;
        sprite[93] = 12'b111100011111;
        sprite[94] = 12'b111100011111;
        sprite[95] = 12'b011100100111;
        sprite[96] = 12'b011100100111;
        sprite[97] = 12'b111100011111;
        sprite[98] = 12'b111100011111;
        sprite[99] = 12'b111100011111;
        sprite[100] = 12'b000000000000;
        sprite[101] = 12'b111111111111;
        sprite[102] = 12'b000000000000;
        sprite[103] = 12'b111100011111;
        sprite[104] = 12'b111100011111;
        sprite[105] = 12'b000000000000;
        sprite[106] = 12'b111111111111;
        sprite[107] = 12'b000000000000;
        sprite[108] = 12'b111100011111;
        sprite[109] = 12'b111100011111;
        sprite[110] = 12'b111100011111;
        sprite[111] = 12'b011100100111;
        sprite[112] = 12'b011100100111;
        sprite[113] = 12'b111100011111;
        sprite[114] = 12'b111100011111;
        sprite[115] = 12'b111100011111;
        sprite[116] = 12'b111100011111;
        sprite[117] = 12'b111100011111;
        sprite[118] = 12'b111100011111;
        sprite[119] = 12'b111100011111;
        sprite[120] = 12'b111100011111;
        sprite[121] = 12'b111100011111;
        sprite[122] = 12'b111100011111;
        sprite[123] = 12'b111100011111;
        sprite[124] = 12'b111100011111;
        sprite[125] = 12'b111100011111;
        sprite[126] = 12'b111100011111;
        sprite[127] = 12'b011100100111;
        sprite[128] = 12'b011100100111;
        sprite[129] = 12'b111100011111;
        sprite[130] = 12'b111100011111;
        sprite[131] = 12'b111100011111;
        sprite[132] = 12'b111100011111;
        sprite[133] = 12'b111100011111;
        sprite[134] = 12'b011111111111;
        sprite[135] = 12'b011111111111;
        sprite[136] = 12'b011111111111;
        sprite[137] = 12'b011111111111;
        sprite[138] = 12'b111100011111;
        sprite[139] = 12'b111100011111;
        sprite[140] = 12'b111100011111;
        sprite[141] = 12'b111100011111;
        sprite[142] = 12'b111100011111;
        sprite[143] = 12'b011100100111;
        sprite[144] = 12'b011100100111;
        sprite[145] = 12'b111100011111;
        sprite[146] = 12'b111100011111;
        sprite[147] = 12'b111100011111;
        sprite[148] = 12'b111100011111;
        sprite[149] = 12'b011111111111;
        sprite[150] = 12'b011111111111;
        sprite[151] = 12'b011111111111;
        sprite[152] = 12'b011111111111;
        sprite[153] = 12'b011111111111;
        sprite[154] = 12'b011111111111;
        sprite[155] = 12'b111100011111;
        sprite[156] = 12'b111100011111;
        sprite[157] = 12'b111100011111;
        sprite[158] = 12'b111100011111;
        sprite[159] = 12'b011100100111;
        sprite[160] = 12'b000000000000;
        sprite[161] = 12'b011100100111;
        sprite[162] = 12'b111100011111;
        sprite[163] = 12'b111100011111;
        sprite[164] = 12'b111100011111;
        sprite[165] = 12'b011111111111;
        sprite[166] = 12'b011111111111;
        sprite[167] = 12'b000011111111;
        sprite[168] = 12'b000011111111;
        sprite[169] = 12'b011111111111;
        sprite[170] = 12'b011111111111;
        sprite[171] = 12'b111100011111;
        sprite[172] = 12'b111100011111;
        sprite[173] = 12'b111100011111;
        sprite[174] = 12'b011100100111;
        sprite[175] = 12'b000000000000;
        sprite[176] = 12'b000000000000;
        sprite[177] = 12'b011100100111;
        sprite[178] = 12'b111100011111;
        sprite[179] = 12'b111100011111;
        sprite[180] = 12'b011111111111;
        sprite[181] = 12'b011111111111;
        sprite[182] = 12'b011111111111;
        sprite[183] = 12'b011111111111;
        sprite[184] = 12'b011111111111;
        sprite[185] = 12'b011111111111;
        sprite[186] = 12'b011111111111;
        sprite[187] = 12'b011111111111;
        sprite[188] = 12'b111100011111;
        sprite[189] = 12'b111100011111;
        sprite[190] = 12'b011100100111;
        sprite[191] = 12'b000000000000;
        sprite[192] = 12'b000000000000;
        sprite[193] = 12'b000000000000;
        sprite[194] = 12'b011100100111;
        sprite[195] = 12'b111100011111;
        sprite[196] = 12'b111100011111;
        sprite[197] = 12'b111100011111;
        sprite[198] = 12'b111100011111;
        sprite[199] = 12'b111100011111;
        sprite[200] = 12'b111100011111;
        sprite[201] = 12'b111100011111;
        sprite[202] = 12'b111100011111;
        sprite[203] = 12'b111100011111;
        sprite[204] = 12'b111100011111;
        sprite[205] = 12'b011100100111;
        sprite[206] = 12'b000000000000;
        sprite[207] = 12'b000000000000;
        sprite[208] = 12'b000000000000;
        sprite[209] = 12'b000000000000;
        sprite[210] = 12'b000000000000;
        sprite[211] = 12'b011100100111;
        sprite[212] = 12'b011100100111;
        sprite[213] = 12'b011100100111;
        sprite[214] = 12'b011100100111;
        sprite[215] = 12'b011100100111;
        sprite[216] = 12'b011100100111;
        sprite[217] = 12'b011100100111;
        sprite[218] = 12'b011100100111;
        sprite[219] = 12'b011100100111;
        sprite[220] = 12'b011100100111;
        sprite[221] = 12'b000000000000;
        sprite[222] = 12'b000000000000;
        sprite[223] = 12'b000000000000;
        sprite[224] = 12'b000000000000;
        sprite[225] = 12'b000000000000;
        sprite[226] = 12'b000000000000;
        sprite[227] = 12'b000000000000;
        sprite[228] = 12'b000000000000;
        sprite[229] = 12'b111110101111;
        sprite[230] = 12'b111110101111;
        sprite[231] = 12'b111110101111;
        sprite[232] = 12'b111110101111;
        sprite[233] = 12'b111110101111;
        sprite[234] = 12'b111110101111;
        sprite[235] = 12'b000000000000;
        sprite[236] = 12'b000000000000;
        sprite[237] = 12'b000000000000;
        sprite[238] = 12'b000000000000;
        sprite[239] = 12'b000000000000;
        sprite[240] = 12'b000000000000;
        sprite[241] = 12'b000000000000;
        sprite[242] = 12'b000000000000;
        sprite[243] = 12'b000000000000;
        sprite[244] = 12'b111110101111;
        sprite[245] = 12'b111110101111;
        sprite[246] = 12'b111110101111;
        sprite[247] = 12'b111110101111;
        sprite[248] = 12'b111110101111;
        sprite[249] = 12'b111110101111;
        sprite[250] = 12'b111110101111;
        sprite[251] = 12'b111110101111;
        sprite[252] = 12'b000000000000;
        sprite[253] = 12'b000000000000;
        sprite[254] = 12'b000000000000;
        sprite[255] = 12'b000000000000;
    end
    always@(negedge clk) begin
		  if (draw) begin
			  if (clear) 
					begin
						 x_out = x_pos + pointer[3:0];
						 y_out = y_pos + pointer[7:4];
						 colour_out = 1'b0;
						 pointer = pointer + 1'b1;
					end
			  else if (shift_h)
					begin
						 x_out = x_pos + shift_amount + pointer[3:0];
						 y_out = y_pos + pointer[7:4];
						 colour_out = sprite[pointer];
						 pointer = pointer + 1'b1;
						 if (pointer == 1'b0)
							  x_pos = x_pos + shift_amount;
					end
			  else if (shift_v)
					begin
						 x_out = x_pos + pointer[3:0];
						 y_out = y_pos + shift_amount + pointer[7:4];
						 colour_out = sprite[pointer];
						 pointer = pointer + 1'b1;
						 if (pointer == 1'b0)
							  y_pos = y_pos + shift_amount;
					end
            else if (load)
                begin
                    x_pos = load_x;
                    y_pos = load_y;
                end
		end
    end
    always @(*)begin
		if(pointer == 1'b0)
		begin
			complete = 1'b1;
			posy <= y_pos;
			posx <= x_pos;
		end
		else
			complete = 1'b0;
	end
endmodule
--- ./run.sh ---
#!/bin/bash
# OpenROAD 26Q1-2900-gdf79404cd8, Yosys 0.63+post, stock flow scripts
make -C /OpenROAD-flow-scripts/flow DESIGN_CONFIG=/design/flow/config.mk WORK_HOME=/design/flow/orfs finish
==> notes.md <==
impl run done, here's what came out: portion of synthesized cell area occupied by the leading cell type 0.309, arrival time at the worst endpoint 3.21 ns, kind of start point of the critical path primary input, horizontal die size 124 microns, clock transition at the registers of the reported paths 0.04 ns, buffer cell driving the clock tree root sky130_fd_sc_hd__clkbuf_16, Largest cells by area sky130_fd_sc_hd__edfxtp_1 31%, sky130_fd_sc_hd__ha_1 13%, sky130_fd_sc_hd__dlxtp_1 5.0%, reg-to-reg critical path endpoint x_pos[6], average instance area after synthesis 10.1 sq um, highest-delay cell along the critical path sky130_fd_sc_hd__clkdlybuf4s50_1, post-synth tally of flip-flops with integrated enable 46, fraction of layout instances using a drive strength above 1 0.206, number of violations of the max-capacitance limit 0, Worst Hold Endpoint pointer[0], global route overflow 0, # rows 44, Commonest flop sky130_fd_sc_hd__edfxtp_1, placeable core region 0.0145 sq mm, post-detail-place hpwl 8620 microns, die outline height 124 microns, Final Hold Fails 0, clk ins delay skew pair 0.38 ns, number of cells in Yosys stat 441, share of async-settable or async-resettable flops after synthesis 0, family with the most delay on the worst path buffers and inverters, clk buf depth 2, worst voltage drop across the vdd grid 120 uV, Register-to-Register Path Depth 9, Slew HR 0.672, PortBufs 70, R2R Path Start pointer[1], CP max FO 3, detailed-route via count 3813, DRC marker count from the first detailed-route iteration 163, number of cells produced by synthesis 441, most frequent cells in the layout 67 x sky130_fd_sc_hd__inv_1, 66 x sky130_fd_sc_hd__clkdlybuf4s50_1, 64 x sky130_fd_sc_hd__buf_4, leak pwr 2.68 nW, status finished clean, total global routing track utilization 0.163, floorplan core density 0.308, Cells on Worst Hold Path 2, type of the setup path with the least slack in -> reg, total of warnings raised by yosys 1, power per standard cell area 196 mW/mm^2, most used logic cell in the final layout sky130_fd_sc_hd__inv_1, TritonCTS clock tree built, total antenna diodes in the routed design 0, worst hold path class reg -> reg, Total Wirelength 11800 microns, count of state elements after synthesis 61, Max H-tree Level 2, capturing element type of the critical path register, buffers plus inverters on the worst setup path 3, number of antenna violations at the first check in global routing 0, I/O pin cnt 71, max-slew violation count 0, total clock buffers created by CTS 5, routed length per placed instance 15.0 microns, first-pass GRT wire length 18600 microns, maximum single-stage delay on the critical path 0.48 ns, sequence of cells on the critical path clkdlybuf4s50_1 -> ha_1 -> nor2b_1 -> a221oi_1 -> o311ai_0 -> buf_4 -> buf_4 -> mux2_2, setup slack of the worst register-to-register path 3.04 ns, number of detailed-route iterations in the first pass 4, Fin Setup TNS 0 ns, final non-filler cell area 0.00625 sq mm, Setup Skew 0.0171 ns, # DRC 0, measured slew at the worst slew-check pin 0.486 ns, required time of the worst setup path 3.28 ns, startpoint of the most critical hold path pointer[0], most prevalent standard cell on the critical path sky130_fd_sc_hd__buf_4, Post-DP Area 0.00578 sq mm, YS chip area 0.00447 sq mm, area grow syn2layout 39.8%, routed vias/inst 4.83, Fillers 1348, count of unclocked register or latch pins 15, number of library cell types mapped by synthesis 57, cell accounting for the most synthesized area sky130_fd_sc_hd__edfxtp_1, post-synthesis instance area 0.00447 sq mm, overall die area 0.0154 sq mm, number of warnings in the stage logs 84, count of endpoints failing setup in the final report 0, Detail Route Antenna Nets 0, endpoints left unconstrained 30, placer's final routability congestion estimate 0.929, number of global-route vias before repair 3745, maximum number of pins on one net before global-route repair 34
sequential cells by signal (all words and copies together), names as in the netlist:
name	cells
x_pos	8
pointer	8
colour_out	8
x_out	8
posx	8
y_pos	7
y_out	7
posy	7
cell type report:
type | count | area, sq um | area share
inverter | 25 | 93.8 | 0.0150
sequential | 61 | 1610 | 0.257
clock inverter | 49 | 220 | 0.0352
clock buffer | 5 | 125 | 0.0200
timing repair buffer | 135 | 1200 | 0.192
multi-input combinational | 331 | 2770 | 0.444
tap | 184 | 230 | 0.0368
power by group:
group	internal [W]	switching, W
registers	0.000372	0.00000918
clock network	0.000229	0.000202
logic	0.000217	0.000198
stage by stage:
stage	instances	setup WS (ns)	util	hold WS [ns]	power, W
after floorplan	441	-0.127	-	0.649	0.000674
after detailed placement	731	-0.905	0.398	0.596	0.000829
after global routing	790	-0.000778	0.430	0.714	0.00133
after CTS	785	-0.0433	0.424	0.602	0.00124
final	790	0.0648	0.430	0.673	0.00123
after global placement	731	-0.870	0.398	0.590	0.000829
layer usage:
| layer | wire length (microns) | track usage | share of wire | vias up |
|---|---|---|---|---|
| met2 | 5160 | 0.240 | 0.44 | 109 |
| met4 | 287 | 0.0506 | 0.024 | 0 |
| met1 | 5670 | 0.238 | 0.48 | 1743 |
| met3 | 723 | 0.0449 | 0.061 | 15 |
| li1 | - | - | - | 1946 |
| met5 | 0 | 0 | 0 | - |
synth_stat cells (11+ instances only):
master / number
sky130_fd_sc_hd__edfxtp_1: 46
sky130_fd_sc_hd__ha_1: 45
sky130_fd_sc_hd__nor2_1: 29
sky130_fd_sc_hd__a21oi_1: 26
sky130_fd_sc_hd__inv_1: 24
sky130_fd_sc_hd__nand2_1: 21
sky130_fd_sc_hd__xnor2_1: 21
sky130_fd_sc_hd__o21ai_0: 19
sky130_fd_sc_hd__mux2_2: 17
sky130_fd_sc_hd__dlxtp_1: 15
sky130_fd_sc_hd__xor2_1: 15
sky130_fd_sc_hd__nand3_1: 13
sky130_fd_sc_hd__nor2b_1: 12
sky130_fd_sc_hd__mux2i_1: 11
worst max-delay path by stage:
stage | startpoint | end | slack (ns) | cells after the start
after CTS | shift_amount[3] | y_out[6] | -0.04 | 8
after global routing | shift_amount[1] | y_out[5] | -0.0008 | 11
final | shift_amount[4] | y_pos[5] | 0.06 | 8
worst min-delay path: cells and delay by family, from the launching register on:
| family | cells | cell delay (ns) |
|---|---|---|
| flops | 1 | 0.39 |
| buf+inv | 2 | 0.19 |
cells by family after synthesis:
family                     share of synthesized area
AOI/OAI and AO/OA                              0.153
xor gates and xnor gates                      0.0705
adders and majority gates                      0.153
buffers and inverters                         0.0487
DFF                                            0.309
latches                                       0.0504
muxes                                         0.0859
and+or+nand+nor                                0.130
timing repair:
| item | CTS | global route |
|---|---|---|
| hold endpoints to repair | 0 | 0 |
| endpoints found under the setup margin | 19 | 9 |
| buffers inserted | 1 | 5 |
| hold buffers | 0 | 0 |
| pin swaps | 1 | 9 |
| gates resized | 14 | 13 |
Power is estimated from default activity; no workload was simulated.
