===== config.mk =====
export PLATFORM = sky130hd
export DESIGN_NAME = balloon_sprite_control
export DESIGN_NICKNAME = balloon_sprite_control
export VERILOG_FILES = /design/flow/design.v
export SDC_FILE = /design/flow/constraint.sdc
export NUM_CORES = 4
export LEC_CHECK = 1
export CORE_UTILIZATION = 40

===== constraint.sdc =====
current_design balloon_sprite_control

set clk_period 3.6
set clk_io_pct 0.2

create_clock -name clk0 -period $clk_period [get_ports {clk}]

set non_clock_inputs [all_inputs -no_clocks]
set_input_delay [expr $clk_period * $clk_io_pct] -clock clk0 $non_clock_inputs
set_output_delay [expr $clk_period * $clk_io_pct] -clock clk0 [all_outputs]

===== design.v =====
module balloon_sprite_control(
	input clk,
	input draw,
    input clear,
    input shift_h,
    input shift_v,
    input load,
    input [6:0] shift_amount,
    input [7:0] load_x,
    input [6:0] load_y,
    output reg complete,
    output reg [7:0] x_out,
    output reg [6:0] y_out,
    output reg [11:0] colour_out,
	 output reg [7:0] posx,
	 output reg [6:0] posy
    );
    reg [7:0] x_pos;
    reg [6:0] y_pos;
    reg [11:0] sprite [0:255]; 
    reg [7:0] pointer;
    initial begin
        x_pos = 8'd72;
        y_pos = 7'd52;
        pointer = 1'b0;
        sprite[0] = 12'b000000000000;
        sprite[1] = 12'b000000000000;
        sprite[2] = 12'b000000000000;
        sprite[3] = 12'b000000000000;
        sprite[4] = 12'b100011011000;
        sprite[5] = 12'b100011011000;
        sprite[6] = 12'b100011011000;
        sprite[7] = 12'b100011011000;
        sprite[8] = 12'b100011011000;
        sprite[9] = 12'b100011011000;
        sprite[10] = 12'b100011011000;
        sprite[11] = 12'b100011011000;
        sprite[12] = 12'b000000000000;
        sprite[13] = 12'b000000000000;
        sprite[14] = 12'b000000000000;
        sprite[15] = 12'b000000000000;
        sprite[16] = 12'b000000000000;
        sprite[17] = 12'b000000000000;
        sprite[18] = 12'b100011011000;
        sprite[19] = 12'b100011011000;
        sprite[20] = 12'b000011100000;
        sprite[21] = 12'b000011100000;
        sprite[22] = 12'b000011100000;
        sprite[23] = 12'b000011100000;
        sprite[24] = 12'b000011100000;
        sprite[25] = 12'b000011100000;
        sprite[26] = 12'b000011100000;
        sprite[27] = 12'b000011100000;
        sprite[28] = 12'b100011011000;
        sprite[29] = 12'b100011011000;
        sprite[30] = 12'b000000000000;
        sprite[31] = 12'b000000000000;
        sprite[32] = 12'b000000000000;
        sprite[33] = 12'b100011011000;
        sprite[34] = 12'b000011100000;
        sprite[35] = 12'b000011100000;
        sprite[36] = 12'b000011100000;
        sprite[37] = 12'b000011100000;
        sprite[38] = 12'b000011100000;
        sprite[39] = 12'b000011100000;
        sprite[40] = 12'b000011100000;
        sprite[41] = 12'b000011100000;
        sprite[42] = 12'b000011100000;
        sprite[43] = 12'b000011100000;
        sprite[44] = 12'b000011100000;
        sprite[45] = 12'b000011100000;
        sprite[46] = 12'b100011011000;
        sprite[47] = 12'b000000000000;
        sprite[48] = 12'b000000000000;
        sprite[49] = 12'b100011011000;
        sprite[50] = 12'b000011100000;
        sprite[51] = 12'b000011100000;
        sprite[52] = 12'b111111111111;
        sprite[53] = 12'b111111111111;
        sprite[54] = 12'b111111111111;
        sprite[55] = 12'b000011100000;
        sprite[56] = 12'b000011100000;
        sprite[57] = 12'b111111111111;
        sprite[58] = 12'b111111111111;
        sprite[59] = 12'b111111111111;
        sprite[60] = 12'b000011100000;
        sprite[61] = 12'b000011100000;
        sprite[62] = 12'b100011011000;
        sprite[63] = 12'b000000000000;
        sprite[64] = 12'b100011011000;
        sprite[65] = 12'b000011100000;
        sprite[66] = 12'b000011100000;
        sprite[67] = 12'b000011100000;
        sprite[68] = 12'b111111111111;
        sprite[69] = 12'b111111111111;
        sprite[70] = 12'b111111111111;
        sprite[71] = 12'b000011100000;
        sprite[72] = 12'b000011100000;
        sprite[73] = 12'b111111111111;
        sprite[74] = 12'b111111111111;
        sprite[75] = 12'b111111111111;
        sprite[76] = 12'b000011100000;
        sprite[77] = 12'b000011100000;
        sprite[78] = 12'b000011100000;
        sprite[79] = 12'b100011011000;
        sprite[80] = 12'b100011011000;
        sprite[81] = 12'b000011100000;
        sprite[82] = 12'b000011100000;
        sprite[83] = 12'b000011100000;
        sprite[84] = 12'b111111111111;
        sprite[85] = 12'b000000000000;
        sprite[86] = 12'b111111111111;
        sprite[87] = 12'b000011100000;
        sprite[88] = 12'b000011100000;
        sprite[89] = 12'b111111111111;
        sprite[90] = 12'b000000000000;
        sprite[91] = 12'b111111111111;
        sprite[92] = 12'b000011100000;
        sprite[93] = 12'b000011100000;
        sprite[94] = 12'b000011100000;
        sprite[95] = 12'b100011011000;
        sprite[96] = 12'b100011011000;
        sprite[97] = 12'b000011100000;
        sprite[98] = 12'b000011100000;
        sprite[99] = 12'b000011100000;
        sprite[100] = 12'b111111111111;
        sprite[101] = 12'b000000000000;
        sprite[102] = 12'b111111111111;
        sprite[103] = 12'b000011100000;
        sprite[104] = 12'b000011100000;
        sprite[105] = 12'b111111111111;
        sprite[106] = 12'b000000000000;
        sprite[107] = 12'b111111111111;
        sprite[108] = 12'b000011100000;
        sprite[109] = 12'b000011100000;
        sprite[110] = 12'b000011100000;
        sprite[111] = 12'b100011011000;
        sprite[112] = 12'b100011011000;
        sprite[113] = 12'b000011100000;
        sprite[114] = 12'b000011100000;
        sprite[115] = 12'b000011100000;
        sprite[116] = 12'b000011100000;
        sprite[117] = 12'b000011100000;
        sprite[118] = 12'b000011100000;
        sprite[119] = 12'b000011100000;
        sprite[120] = 12'b000011100000;
        sprite[121] = 12'b000011100000;
        sprite[122] = 12'b000011100000;
        sprite[123] = 12'b000011100000;
        sprite[124] = 12'b000011100000;
        sprite[125] = 12'b000011100000;
        sprite[126] = 12'b000011100000;
        sprite[127] = 12'b100011011000;
        sprite[128] = 12'b100011011000;
        sprite[129] = 12'b000011100000;
        sprite[130] = 12'b000011100000;
        sprite[131] = 12'b000011100000;
        sprite[132] = 12'b000011100000;
        sprite[133] = 12'b000011100000;
        sprite[134] = 12'b100000000000;
        sprite[135] = 12'b100000000000;
        sprite[136] = 12'b100000000000;
        sprite[137] = 12'b100000000000;
        sprite[138] = 12'b000011100000;
        sprite[139] = 12'b000011100000;
        sprite[140] = 12'b000011100000;
        sprite[141] = 12'b000011100000;
        sprite[142] = 12'b000011100000;
        sprite[143] = 12'b100011011000;
        sprite[144] = 12'b100011011000;
        sprite[145] = 12'b000011100000;
        sprite[146] = 12'b000011100000;
        sprite[147] = 12'b000011100000;
        sprite[148] = 12'b000011100000;
        sprite[149] = 12'b100000000000;
        sprite[150] = 12'b100000000000;
        sprite[151] = 12'b100000000000;
        sprite[152] = 12'b100000000000;
        sprite[153] = 12'b100000000000;
        sprite[154] = 12'b100000000000;
        sprite[155] = 12'b000011100000;
        sprite[156] = 12'b000011100000;
        sprite[157] = 12'b000011100000;
        sprite[158] = 12'b000011100000;
        sprite[159] = 12'b100011011000;
        sprite[160] = 12'b000000000000;
        sprite[161] = 12'b100011011000;
        sprite[162] = 12'b000011100000;
        sprite[163] = 12'b000011100000;
        sprite[164] = 12'b000011100000;
        sprite[165] = 12'b100000000000;
        sprite[166] = 12'b100000000000;
        sprite[167] = 12'b111100000000;
        sprite[168] = 12'b111100000000;
        sprite[169] = 12'b100000000000;
        sprite[170] = 12'b100000000000;
        sprite[171] = 12'b000011100000;
        sprite[172] = 12'b000011100000;
        sprite[173] = 12'b000011100000;
        sprite[174] = 12'b100011011000;
        sprite[175] = 12'b000000000000;
        sprite[176] = 12'b000000000000;
        sprite[177] = 12'b100011011000;
        sprite[178] = 12'b000011100000;
        sprite[179] = 12'b000011100000;
        sprite[180] = 12'b100000000000;
        sprite[181] = 12'b100000000000;
        sprite[182] = 12'b100000000000;
        sprite[183] = 12'b100000000000;
        sprite[184] = 12'b100000000000;
        sprite[185] = 12'b100000000000;
        sprite[186] = 12'b100000000000;
        sprite[187] = 12'b100000000000;
        sprite[188] = 12'b000011100000;
        sprite[189] = 12'b000011100000;
        sprite[190] = 12'b100011011000;
        sprite[191] = 12'b000000000000;
        sprite[192] = 12'b000000000000;
        sprite[193] = 12'b000000000000;
        sprite[194] = 12'b100011011000;
        sprite[195] = 12'b000011100000;
        sprite[196] = 12'b000011100000;
        sprite[197] = 12'b000011100000;
        sprite[198] = 12'b000011100000;
        sprite[199] = 12'b000011100000;
        sprite[200] = 12'b000011100000;
        sprite[201] = 12'b000011100000;
        sprite[202] = 12'b000011100000;
        sprite[203] = 12'b000011100000;
        sprite[204] = 12'b000011100000;
        sprite[205] = 12'b100011011000;
        sprite[206] = 12'b000000000000;
        sprite[207] = 12'b000000000000;
        sprite[208] = 12'b000000000000;
        sprite[209] = 12'b000000000000;
        sprite[210] = 12'b000000000000;
        sprite[211] = 12'b100011011000;
        sprite[212] = 12'b100011011000;
        sprite[213] = 12'b100011011000;
        sprite[214] = 12'b100011011000;
        sprite[215] = 12'b100011011000;
        sprite[216] = 12'b100011011000;
        sprite[217] = 12'b100011011000;
        sprite[218] = 12'b100011011000;
        sprite[219] = 12'b100011011000;
        sprite[220] = 12'b100011011000;
        sprite[221] = 12'b000000000000;
        sprite[222] = 12'b000000000000;
        sprite[223] = 12'b000000000000;
        sprite[224] = 12'b000000000000;
        sprite[225] = 12'b000000000000;
        sprite[226] = 12'b000000000000;
        sprite[227] = 12'b000000000000;
        sprite[228] = 12'b000000000000;
        sprite[229] = 12'b000001010000;
        sprite[230] = 12'b000001010000;
        sprite[231] = 12'b000001010000;
        sprite[232] = 12'b000001010000;
        sprite[233] = 12'b000001010000;
        sprite[234] = 12'b000001010000;
        sprite[235] = 12'b000000000000;
        sprite[236] = 12'b000000000000;
        sprite[237] = 12'b000000000000;
        sprite[238] = 12'b000000000000;
        sprite[239] = 12'b000000000000;
        sprite[240] = 12'b000000000000;
        sprite[241] = 12'b000000000000;
        sprite[242] = 12'b000000000000;
        sprite[243] = 12'b000000000000;
        sprite[244] = 12'b000001010000;
        sprite[245] = 12'b000001010000;
        sprite[246] = 12'b000001010000;
        sprite[247] = 12'b000001010000;
        sprite[248] = 12'b000001010000;
        sprite[249] = 12'b000001010000;
        sprite[250] = 12'b000001010000;
        sprite[251] = 12'b000001010000;
        sprite[252] = 12'b000000000000;
        sprite[253] = 12'b000000000000;
        sprite[254] = 12'b000000000000;
        sprite[255] = 12'b000000000000;
    end
    always@(negedge clk) begin
		  if (draw) begin
			  if (clear) 
					begin
						 x_out = x_pos + pointer[3:0];
						 y_out = y_pos + pointer[7:4];
						 colour_out = 1'b0;
						 pointer = pointer + 1'b1;
					end
			  else if (shift_h)
					begin
						 x_out = x_pos + shift_amount + pointer[3:0];
						 y_out = y_pos + pointer[7:4];
						 colour_out = sprite[pointer];
						 pointer = pointer + 1'b1;
						 if (pointer == 1'b0)
							  x_pos = x_pos + shift_amount;
					end
			  else if (shift_v)
					begin
						 x_out = x_pos + pointer[3:0];
						 y_out = y_pos + shift_amount + pointer[7:4];
						 colour_out = sprite[pointer];
						 pointer = pointer + 1'b1;
						 if (pointer == 1'b0)
							  y_pos = y_pos + shift_amount;
					end
            else if (load)
                begin
                    x_pos = load_x;
                    y_pos = load_y;
                end
		end
    end
    always @(*)begin
		if(pointer == 1'b0)
		begin
			complete = 1'b1;
			posy <= y_pos;
			posx <= x_pos;
		end
		else
			complete = 1'b0;
	end
endmodule

===== run.sh =====
#!/bin/bash
# OpenROAD 26Q1-2900-gdf79404cd8, Yosys 0.63+post, stock flow scripts
make -C /OpenROAD-flow-scripts/flow DESIGN_CONFIG=/design/flow/config.mk WORK_HOME=/design/flow/orfs finish

==> metrics.txt <==
# HELP chip_impl_metric Implementation results
# TYPE chip_impl_metric gauge
chip_impl_info{name="run_status",value="finished with violations"} 1
chip_impl_info{name="failed_checks",value="negative setup slack"} 1
chip_impl_metric{name="area.growth.synth_to_final",unit="%"} 47.82
chip_impl_metric{name="fp.coreArea",unit="um^2"} 10940
chip_impl_metric{name="untimed_endpoints",unit=""} 30
chip_impl_metric{name="setup_total_negative_slack",unit="ps"} -9881
chip_impl_metric{name="max_slew.worst_pin.slew",unit="ps"} 452.5
chip_impl_metric{name="leakagePower",unit="nW"} 2.921
chip_impl_metric{name="final_design_area_no_fill",unit="um^2"} 6714
chip_impl_info{name="critical-path-slowest-cell",value="sky130_fd_sc_hd__fa_2"} 1
chip_impl_info{name="worstSetupEndpoint",value="x_out[7]"} 1
chip_impl_metric{name="crit_path_max_fanout",unit=""} 3
chip_impl_metric{name="hpwl_after_dpl",unit="um"} 8830
chip_impl_metric{name="worst-path-stages",unit=""} 10
chip_impl_metric{name="row_count",unit=""} 38
chip_impl_metric{name="postSynth.asyncResetShare",unit="%"} 0
chip_impl_metric{name="slowest_delay",unit="ps"} 580
chip_impl_metric{name="setup_viol_count_final",unit=""} 23
chip_impl_metric{name="chipHeight",unit="um"} 108.6
chip_impl_info{name="grt_setup_unrepaired",value="yes"} 1
chip_impl_metric{name="number_of_buffers_and_inverters_on_the_critical_path",unit=""} 1
chip_impl_metric{name="irDropWorstVdd",unit="uV"} 206.7
chip_impl_info{name="tritoncts",value="yes"} 1
chip_impl_metric{name="cell_count_final_fillers_out",unit=""} 770
chip_impl_info{name="cts_root_buffer",value="sky130_fd_sc_hd__clkbuf_16"} 1
chip_impl_metric{name="insertion_delay",unit="ps"} 370
chip_impl_metric{name="worst_clock_skew",unit="ps"} 17.48
chip_impl_metric{name="unclocked_pins",unit=""} 15
chip_impl_metric{name="antenna_violation_net_count_after_detailed_routing",unit=""} 0
chip_impl_metric{name="combinationalPowerShare",unit="%"} 37.9
chip_impl_metric{name="placement.cell_area",unit="um^2"} 6050
chip_impl_metric{name="gr-total-overflow",unit=""} 0
chip_impl_metric{name="drt_wirelength",unit="um"} 12250
chip_impl_metric{name="switchingPower",unit="mW"} 0.7449
chip_impl_metric{name="via_count",unit=""} 4090
chip_impl_info{name="min_from",value="y_pos[6]"} 1
chip_impl_metric{name="crit_path_drt",unit="ps"} 1910
chip_impl_metric{name="drt_iter0_drc",unit=""} 253
chip_impl_info{name="kind_of_cell_with_the_highest_combined_delay_on_the_critical_path",value="adder cells"} 1
chip_impl_metric{name="grt_first_pass_wirelength",unit="um"} 19550
chip_impl_info{name="worst_setup_path_startpoint",value="shift_amount[0]"} 1
chip_impl_metric{name="fin_hold_ws",unit="ps"} 720.1
chip_impl_metric{name="avgRoutedWirePerCell",unit="um"} 15.91
chip_impl_metric{name="via_count_of_the_first_global_routing_pass",unit=""} 3982
chip_impl_info{name="ys_dominant_reg_cell",value="sky130_fd_sc_hd__edfxtp_1"} 1
chip_impl_info{name="timing.critical_path.mode_cell",value="sky130_fd_sc_hd__a21o_1"} 1
chip_impl_metric{name="power_frac_seq",unit="%"} 31.0
chip_impl_metric{name="post-route-worst-setup-slack",unit="ps"} -745.0
chip_impl_info{name="synth.cells.most_frequent",value="sky130_fd_sc_hd__edfxtp_1 (46), sky130_fd_sc_hd__ha_1 (40), sky130_fd_sc_hd__nor2_1 (27)"} 1
chip_impl_metric{name="netlist_instances",unit=""} 447
chip_impl_metric{name="grt_max_degree",unit=""} 34
chip_impl_info{name="worstReg2RegStart",value="pointer[1]"} 1
chip_impl_metric{name="path_clk_slew",unit="ps"} 40
chip_impl_metric{name="number_of_standard_cells_reported_by_yosys",unit=""} 447
chip_impl_metric{name="switching_share",unit="%"} 34.72
chip_impl_info{name="critPathCaptureType",value="register"} 1
chip_impl_info{name="min-delay-path-class",value="register to register"} 1
chip_impl_metric{name="synth.cell_area",unit="um^2"} 4542
chip_impl_metric{name="cts.htree.levels",unit=""} 2
chip_impl_metric{name="core_util_floorplan",unit="%"} 41.53
chip_impl_metric{name="first_pass_iteration_count_of_the_detailed_router",unit=""} 5
chip_impl_metric{name="track_usage",unit="%"} 22.29
chip_impl_info{name="timing.setup.critical_path_class",value="input pin to register"} 1
chip_impl_metric{name="clock_power_share",unit="%"} 31.1
chip_impl_metric{name="n_antenna_cell",unit=""} 0
chip_impl_metric{name="number_of_buffers_on_the_longest_clock_path",unit=""} 2
chip_impl_metric{name="die_area",unit="um^2"} 11790
chip_impl_info{name="synth_top_cell_by_count",value="sky130_fd_sc_hd__edfxtp_1"} 1
chip_impl_metric{name="power_per_cell_area",unit="nW/um^2"} 319.6
chip_impl_metric{name="detail_route.vias_per_cell",unit=""} 5.312
chip_impl_metric{name="layout-drive-gt1-share",unit="%"} 31.90
chip_impl_metric{name="place_congestion",unit=""} 0.8825
chip_impl_metric{name="filler_cell_count_in_the_final_layout",unit=""} 885
chip_impl_metric{name="edf_count",unit=""} 46
chip_impl_info{name="cell_chain_of_the_critical_path",value="buf_12 -> ha_4 -> fa_2 -> ha_4 -> a21o_1 -> a21o_1 -> a21o_1 -> nand4_1 -> xor2_1 -> mux2i_1"} 1
chip_impl_metric{name="total_cts_buffers",unit=""} 5
chip_impl_metric{name="yosys.cell_types.count",unit=""} 66
chip_impl_metric{name="reg2reg_depth",unit=""} 9
chip_impl_metric{name="pin_count",unit=""} 71
chip_impl_metric{name="max-cap-violations",unit=""} 0
chip_impl_metric{name="die_width",unit="um"} 108.6
chip_impl_metric{name="netlist.area_leader.share",unit="%"} 30.41
chip_impl_metric{name="max-slew-margin-rel",unit="%"} 69.83
chip_impl_metric{name="timing_max_transition_violations_final",unit=""} 0
chip_impl_info{name="netlist_top_cells_area",value="sky130_fd_sc_hd__edfxtp_1 (30%), sky130_fd_sc_hd__ha_1 (11%), sky130_fd_sc_hd__dlxtp_1 (5.0%), sky130_fd_sc_hd__mux2_2 (4.2%), sky130_fd_sc_hd__xnor2_1 (3.7%)"} 1
chip_impl_metric{name="synth.ff_latch_count",unit=""} 61
chip_impl_metric{name="antenna_found_initial",unit=""} 0
chip_impl_info{name="timing.rr.end",value="x_pos[4]"} 1
chip_impl_metric{name="synth-warning-count",unit=""} 1
chip_impl_metric{name="finalHoldViolCount",unit=""} 0
chip_impl_metric{name="hold_fix_buffer_count_after_cts",unit=""} 0
chip_impl_metric{name="portBuffers",unit=""} 70
chip_impl_info{name="synth_top_cell_by_area",value="sky130_fd_sc_hd__edfxtp_1"} 1
chip_impl_info{name="startpoint_type",value="input pin"} 1
chip_impl_metric{name="warnings",unit=""} 82
chip_impl_metric{name="yosysChipArea",unit="um^2"} 4542
chip_impl_metric{name="post-place-cells",unit=""} 699
chip_impl_metric{name="arrival",unit="ps"} 2660
chip_impl_metric{name="rrSetupSlack",unit="ps"} 580
chip_impl_metric{name="drc",unit=""} 0
chip_impl_metric{name="p_int",unit="mW"} 1.401
chip_impl_metric{name="synthesis.area_per_instance",unit="um^2"} 10.16
per-stage QoR:
| stage | setup slack (ps) | util [%] | total power [mW] |
|---|---|---|---|
| final | -745.0 | 61.40 | 2.146 |
| after global routing | -822.1 | 61.40 | 2.312 |
| after CTS | -702.5 | 60.60 | 2.155 |
| after detailed placement | -1655 | 55.32 | 1.484 |
| after global placement | -1619 | 55.32 | 1.481 |
| after floorplan | -893.0 | - | 1.218 |
power by group through the flow:
stage         clock (mW)  sequential (mW)  combinational (mW)
CTS                0.708            0.665               0.781
finish             0.668            0.666               0.812
global route       0.753            0.668               0.890
registers in the layout, indices dropped and copies added (netlist names):
register    flops
colour_out      8
pointer         8
posx            8
posy            7
x_out           8
x_pos           8
y_out           7
y_pos           7
how the worst min path moves through the flow:
stage / end / slack (ps) / cells past startpoint
finish: y_out[6] / 720 / 2
CTS: y_out[6] / 720 / 2
global route: y_out[6] / 790 / 2
cells in the final DEF (no fill, tap or decap), drive strengths merged, types with 8 or more instances in the layout:
cell / Yosys / layout
nor2: 28 / 28
edfxtp: 46 / 46
xnor2: 20 / 20
nand2b: 11 / 11
mux2: 17 / 17
a21oi: 23 / 23
buf: 17 / 92
nor2b: 15 / 15
nand3: 12 / 12
xor2: 15 / 15
o211ai: 8 / 8
dlxtp: 15 / 15
o21ai: 18 / 18
inv: 27 / 73
mux2i: 12 / 12
a21o: 11 / 11
dlygate4sd2: 0 / 28
clkdlybuf4s50: 0 / 31
nand2: 20 / 20
ha: 40 / 40
layout make-up:
class	instances	area, um^2	share of cell area [%]
Clock buffer	5	125.1	1.864
Clock inverter	49	190.2	2.833
Inverter	26	105.1	1.565
Multi-Input combinational cell	335	3179	47.35
Sequential cell	61	1607	23.93
Tap cell	140	175.2	2.609
Timing Repair Buffer	154	1333	19.85
metal layers:
layer | vias up | GRT usage (%) | part of all wire [%]
li1 | 2015 | - | -
met1 | 1933 | 35.45 | 48
met2 | 137 | 32.10 | 45
met3 | 5 | 5.521 | 6.2
met4 | 0 | 3.958 | 0.35
met5 | - | 0 | 0
worst min-delay path: cells and delay by family, from the launching register on:
| kind | cells | cell delay [ps] |
|---|---|---|
| XOR/XNOR | 1 | 80 |
| multiplexers | 1 | 110 |
| flip-flops | 1 | 400 |
cells by family (layout without fill, tap and decap cells):
logic type                 after synthesis  after routing  synth area share (%)
buffers and inverters                   51            234                 5.482
latches                                 15             15                 4.959
muxes                                   32             32                 8.347
and+or+nand+nor                        120            120                 14.19
DFF                                     46             46                 30.41
AOI/OAI and AO/OA                      102            102                 16.03
xor gates and xnor gates                35             35                 6.915
adders and majority gates               46             46                 13.66
repair_timing:
item | 4_1_cts | 5_1_grt
buffers inserted | 19 | 6
pin swaps | 48 | 18
endpoints found under the hold margin | 0 | 0
gates resized | 105 | 23
endpoints found under the setup margin | 105 | 33
Power is estimated from default activity; no workload was simulated.
